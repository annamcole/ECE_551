==> design/flow/design.v <==
module err_compute(clk,rst_n,IR_vld,IR_R0,IR_R1,IR_R2,IR_R3,
                    IR_L0,IR_L1,IR_L2,IR_L3,err_vld,error);
	input clk;		 
	input rst_n;		 
	input IR_vld;		 
	input [11:0] IR_R0,IR_R1,IR_R2,IR_R3;	 
	input [11:0] IR_L0,IR_L1,IR_L2,IR_L3;	 
	output logic [15:0] error;	 
	output logic err_vld; 	 
	logic sub;
	logic [2:0] sel;
	logic en_accum, clr_accum;
	logic [15:0] error_old;
	logic err_vld_old;
	err_compute_DP iDP(.clk(clk),.en_accum(en_accum),.clr_accum(clr_accum),
				.sub(sub),.sel(sel),.IR_R0(IR_R0),.IR_R1(IR_R1),
				.IR_R2(IR_R2),.IR_R3(IR_R3),.IR_L0(IR_L0),.IR_L1(IR_L1),
				.IR_L2(IR_L2),.IR_L3(IR_L3),.error(error_old));
	err_compute_SM iSM(.clk(clk),.rst_n(rst_n),.IR_vld(IR_vld),.en_accum(en_accum),.clr_accum(clr_accum),
				.sub(sub),.sel(sel),.err_vld(err_vld_old));
	always_ff @(posedge clk) begin
		err_vld <= err_vld_old;
	end
	always_ff @(posedge clk) begin
		if(err_vld_old)
			error <= error_old;
	end
endmodule
module err_compute_DP(clk,en_accum,clr_accum,sub,sel,IR_R0,IR_R1,IR_R2,IR_R3,
                    IR_L0,IR_L1,IR_L2,IR_L3,error);
  input clk;							 
  input en_accum,clr_accum;				 
  input sub;							 
  input [2:0] sel;						 
  input [11:0] IR_R0,IR_R1,IR_R2,IR_R3;  
  input [11:0] IR_L0,IR_L1,IR_L2,IR_L3;  
  output reg signed [15:0] error;	 
	logic [15:0] next_error;	 
	logic [15:0] mux_out;		 
	logic [15:0] negation;		 
	assign mux_out =	(sel == 3'h0) ? {4'h0,IR_R0} :
						(sel == 3'h1) ? {4'h0,IR_L0} :
						(sel == 3'h2) ? {3'h0,IR_R1,1'b0} :
						(sel == 3'h3) ? {3'h0,IR_L1,1'b0} :
						(sel == 3'h4) ? {2'h0,IR_R2,2'h0} :
						(sel == 3'h5) ? {2'h0,IR_L2,2'h0} :
						(sel == 3'h6) ? {1'b0,IR_R3,3'h0} :
						(sel == 3'h7) ? {1'b0,IR_L3,3'h0} : 16'h0000;
	assign negation = mux_out[15:0]^{15{sub}};
	assign next_error = error + negation + sub;
  always_ff @(posedge clk)
    if (clr_accum)
	  error <= 16'h0000;
	else if (en_accum)
	  error <= next_error; 
endmodule
module err_compute_SM(clk,rst_n,IR_vld,en_accum,clr_accum,sub,sel,err_vld);
	input clk;		 
	input rst_n;	 
	input IR_vld;	 
	output logic en_accum;	 
	output logic clr_accum;	 
	output logic sub;		 
	output logic [2:0] sel;	 
	output logic err_vld; 	 
	typedef enum reg [1:0]{IDLE,COMPUTE,FINISH} state_t;
	state_t state, nxt_state;
	always_ff @(posedge clk, negedge rst_n) 
	begin
		if(!rst_n)
			state <= IDLE;
		else
			state <= nxt_state;
	end
	always_comb
	begin
		en_accum = 0;
		clr_accum = 0;
		sub = 0;
		err_vld = 0;
		nxt_state = state;
		case(state)
			IDLE:  
			begin
				if(IR_vld)
				begin
					clr_accum = 1;
					nxt_state = COMPUTE;
				end
			end
			COMPUTE:
			begin
				if(sel == 7)
				begin
					sub = 1;
					en_accum = 1;
					err_vld = 1;
					nxt_state = FINISH;
				end
				else
				begin
					if(!sel[0])
						sub = 0;
					else 
						sub = 1;
					en_accum = 1;
				end
			end
			FINISH:
			begin
				err_vld = 1;
				nxt_state = IDLE;
			end
		endcase
	end
	always_ff @(posedge clk, negedge rst_n)
	begin
		if(!rst_n)
			sel <= 0;
		else if(clr_accum)
			sel <= 0;
		else if(en_accum)
			sel <= sel + 1;
	end
endmodule
==> design/flow/run.sh <==
#!/bin/bash
# OpenROAD 26Q1-2900-gdf79404cd8, Yosys 0.63+post, stock flow scripts
make -C /OpenROAD-flow-scripts/flow DESIGN_CONFIG=/design/flow/config.mk WORK_HOME=/design/flow/orfs finish
==> design/flow/config.mk <==
export PLATFORM = sky130hd
export DESIGN_NAME = err_compute
export DESIGN_NICKNAME = err_compute
export VERILOG_FILES = /design/flow/design.v
export SDC_FILE = /design/flow/constraint.sdc
export NUM_CORES = 4
export LEC_CHECK = 1
export CORE_UTILIZATION = 40
==> design/flow/constraint.sdc <==
current_design err_compute

set clk_period 13.3
set clk_io_pct 0.2

create_clock -name clk0 -period $clk_period [get_ports {clk}]

set non_clock_inputs [all_inputs -no_clocks]
set_input_delay [expr $clk_period * $clk_io_pct] -clock clk0 $non_clock_inputs
set_output_delay [expr $clk_period * $clk_io_pct] -clock clk0 [all_outputs]
==> deck_impl_summary.md <==
Implementation Results

Run status
  • Outcome: completed

Pwr
  • Sequential Power Share: 0.154
  • Total power consumption of the routed design: 1.401 mW
  • Net Switching: 692.1 uW
  • Leakage: 1.727 nW
  • Power density relative to cell area: 309.1 mW/mm^2
  • Combinational fraction of design power: 0.765
  • Largest vdd supply drop: 0.1126 mV
  • Int Power: 708.8 uW
  • Switching power share of the total: 0.4940
  • Part of the total power dissipated in the clock network: 0.081

STA
  • Post-route fraction of the period consumed by the critical path: 0.4101
  • Slew @ Worst Pin: 0.7534 ns
  • Unrepaired setup endpoints after global routing: false
  • Top achievable clock speed: 183.4 MHz
  • Final tally of setup violations: 0
  • Number of hold violations in the final report: 0
  • Worst clock skew: 0.003440 ns
  • Count of pins over their slew limit: 0
  • Tmin final: 5.454 ns
  • Total Negative Setup Slacks: 0 ns
  • Headroom to the max-slew limit: 0.4972

Die
  • Die Span Y: 91.71 um
  • Total die size: 0.008411 mm^2
  • Top-Level Pins: 116
  • Placeable core region: 0.007767 mm^2
  • Die Wd: 91.71 um
  • Floorplan Utilization: 0.4145
  • Floorplan row count: 32

Detailed routing
  • DRC violation count after routing: 0
  • DRC violation total after the first TritonRoute iteration: 121
  • Diodes inserted: 0
  • Final routed wire length divided by cell count: 15.15 um
  • Iteration tally of the first detailed-router pass: 4
  • Overall routed net length: 9255 um
  • Average vias per placed instance: 5.378
  • DR vias: 3286
  • Post-DRT Antenna Nets: 0

Global routing
  • Number of global-route vias before repair: 3177
  • First-pass GRT wire length: 15230 um
  • Antenna violations before repair: 0
  • Largest net degree at the start of global routing: 41
  • Remaining Overflow, GRT: 0
  • Overall track demand over capacity in global routing: 0.2302

Layout
  • Area delta synth->final: 40.77%
  • Fraction of layout cells with a size suffix above 1: 0.02947

Clocking
  • Total clock sinks: 39
  • Clock Latency Late Sink: 0.28 ns
  • TritonCTS clock tree: done
  • Setup fix buffers added after clock tree synthesis: 0
  • Number of buffers added to fix hold violations after cts: 0
  • CTS root buf: sky130_fd_sc_hd__clkbuf_8
  • Number of buffers between clock root and the deepest sink: 2
  • Number of H-tree branching levels: 2
  • Clock-pin transition on the worst setup and hold timing paths: 0.07 ns
  • Number of gates given a new drive strength after cts: 0
  • Number of buffers created by CTS: 5

Synthesis
  • Sequential area share after synthesis: 0.3020
  • Top flip-flop cell by instance count after synthesis: sky130_fd_sc_hd__dfxtp_1
  • Library cell with the highest instance count after synthesis: sky130_fd_sc_hd__nand2_1
  • Netlist area before placement: 0.003219 mm^2
  • Count of flip-flops with a built-in enable after synthesis: 16
  • Synth top area share: 0.1492
  • Post-Synthesis Cells: 413
  • Post-synthesis chip area from yosys: 0.003219 mm^2
  • Asr flop ratio synth: 0.1538
  • Number of different library cells in the post-synthesis netlist: 53
  • Average cell area after synthesis: 7.795 um^2
  • Synth cell count leaders: sky130_fd_sc_hd__nand2_1 (52), sky130_fd_sc_hd__nor2_1 (38), sky130_fd_sc_hd__o21ai_0 (33)
  • Top cells, area: sky130_fd_sc_hd__edfxtp_1 (15%), sky130_fd_sc_hd__dfxtp_1 (11%), sky130_fd_sc_hd__ha_1 (8.2%)
  • Flops out of synthesis: 39
  • Yosys cell count: 413
  • Area leader, netlist: sky130_fd_sc_hd__edfxtp_1
  • Yosys synthesis warning count: 3

Worst setup path
  • Critical path arrival: 5.63 ns
  • Highest fanout seen on the critical path: 4
  • Kind of start point of the critical path: input port
  • Start-to-end type of the worst setup path: in2reg
  • Data required time at the worst endpoint: 13.47 ns
  • Worst Setup End Kind: flop

Worst hold path
  • Path class of the lowest-slack min-delay path: reg2reg

Placed design
  • Routability congestion estimate from global placement: 0.8943
  • Number of port buffers: 115
  • DP Wirelength: 7192 um

Job
  • Max-Cap Viols: 0
  • Tool warnings: 31
-- cells in the final DEF, fill, tap and decap left out, types with 4 or more instances in the layout --
cell type / Yosys / routed
sky130_fd_sc_hd__a211oi_1: 8 / 8
sky130_fd_sc_hd__a21o_1: 7 / 7
sky130_fd_sc_hd__a21oi_1: 30 / 30
sky130_fd_sc_hd__a221oi_1: 10 / 10
sky130_fd_sc_hd__a32oi_1: 8 / 8
sky130_fd_sc_hd__and3_1: 4 / 4
sky130_fd_sc_hd__clkbuf_8: 0 / 5
sky130_fd_sc_hd__clkdlybuf4s50_1: 0 / 115
sky130_fd_sc_hd__dfrtp_1: 5 / 5
sky130_fd_sc_hd__dfxtp_1: 17 / 17
sky130_fd_sc_hd__edfxtp_1: 16 / 16
sky130_fd_sc_hd__ha_1: 21 / 21
sky130_fd_sc_hd__inv_1: 18 / 18
sky130_fd_sc_hd__nand2_1: 52 / 52
sky130_fd_sc_hd__nand3_1: 23 / 23
sky130_fd_sc_hd__nor2_1: 38 / 38
sky130_fd_sc_hd__nor2b_1: 5 / 5
sky130_fd_sc_hd__o211ai_1: 6 / 6
sky130_fd_sc_hd__o21ai_0: 33 / 33
sky130_fd_sc_hd__o22ai_1: 11 / 11
sky130_fd_sc_hd__xnor2_1: 14 / 14
sky130_fd_sc_hd__xor2_1: 12 / 12
-- power by group through the flow --
stage     clock [mW]  sequential [mW]  combinational, mW
4_1_cts        0.116            0.216               1.07
5_1_grt        0.122            0.222               1.20
6_report       0.114            0.216               1.07
-- cell type report --
cell class / instances / area (um^2)
clock inverter: 2 / 60.06
tap: 102 / 127.6
inverter: 18 / 67.56
timing repair buffer: 118 / 1174
multi-input combinational: 326 / 2058
fill: 707 / 3236
sequential: 39 / 972.2
clock buffer: 6 / 72.57
-- per-layer routing --
metal / track usage / vias up / wire length [um]
met5: 0 / - / 0
li1: - / 1687 / -
met2: 0.3615 / 121 / 3995
met1: 0.3407 / 1464 / 4403
met3: 0.04895 / 14 / 689
met4: 0.03516 / 0 / 166
-- worst paths after layout --
path,from,end,slack (ns),cells past startpoint
worst max-delay path,IR_R3[3],iDP.error[13],7.85,14
min in group asynchronous,rst_n,iSM.sel[0],2.61,1
max in group asynchronous,rst_n,iSM.state[0],10.41,1
worst max register to register,iSM.sel[2],iDP.error[13],8.37,14
worst min register to register,iSM.state[1],iSM.state[0],0.46,1
worst min-delay path,iSM.state[1],iSM.state[0],0.46,1
-- state kept, by name, indices dropped and copies added, names as in the netlist --
name,flops
error,16
iDP.error,16
iSM.state,3
iSM.sel,3
err_vld,1
-- cells by family (layout without fill, tap and decap cells) --
kind of cell | Yosys count | count (layout) | share of synthesized area
muxes | 3 | 3 | 0.009328
buffers and inverters | 48 | 144 | 0.05868
xor gates and xnor gates | 26 | 26 | 0.07074
DFF | 39 | 39 | 0.3020
AOI/OAI and AO/OA | 129 | 129 | 0.2604
adders and majority gates | 22 | 22 | 0.08783
and+or+nand+nor | 146 | 146 | 0.2110
-- metrics by stage --
| step | setup WS (ns) | hold slack (ns) | area, um^2 | instances | util |
|---|---|---|---|---|---|
| 2_1_floorplan | 8.253 | 0.4214 | 3219 | 413 | - |
| 3_3_place_gp | 7.564 | 0.4298 | 4399 | 603 | 0.5664 |
| 3_5_place_dp | 7.547 | 0.4458 | 4399 | 603 | 0.5664 |
| 4_1_cts | 7.840 | 0.4706 | 4532 | 611 | 0.5834 |
| 5_1_grt | 7.589 | 0.4841 | 4532 | 611 | 0.5834 |
| 6_report | 7.846 | 0.4638 | 4532 | 611 | 0.5834 |
-- critical path: stages --
cell	delay [ns]
sky130_fd_sc_hd__clkdlybuf4s50_1	0.46
sky130_fd_sc_hd__nor3b_1	0.05
sky130_fd_sc_hd__nor3_1	0.14
sky130_fd_sc_hd__a21oi_1	0.08
sky130_fd_sc_hd__a221o_1	0.36
sky130_fd_sc_hd__a21oi_1	0.18
sky130_fd_sc_hd__xnor2_1	0.17
sky130_fd_sc_hd__ha_1	0.31
sky130_fd_sc_hd__a21o_1	0.20
sky130_fd_sc_hd__a311oi_1	0.32
sky130_fd_sc_hd__a31o_2	0.16
sky130_fd_sc_hd__a31o_1	0.15
sky130_fd_sc_hd__nor4_1	0.06
sky130_fd_sc_hd__or3_1	0.34
Power figures rest on the tool's default switching activity, not on a simulated workload.
