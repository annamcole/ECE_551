<file path="design.v">
module PWM11(clk, rst_n, duty, PWM_sig);
	input clk, rst_n;
	input [10:0] duty;
	output logic PWM_sig;
	logic cnt_lt_duty;
	logic [10:0] cnt;
	always_comb
		cnt_lt_duty = cnt < duty;
	always_ff @ (posedge clk,negedge rst_n) 
	begin
		if(!rst_n) begin
			cnt <= 0;
			PWM_sig <= 0;
		end else begin
			cnt <= cnt + 1;
			PWM_sig <= cnt_lt_duty;
		end
	end
endmodule
module mtr_drv(clk,rst_n,lft_duty,rght_duty,DIRL,DIRR,PWML,PWMR);
	input signed [11:0] lft_duty, rght_duty;
	input clk, rst_n;			 
	output logic PWML,PWMR;		 
	output logic DIRL,DIRR;		 
	logic [10:0] absL,absR;		 
	assign DIRL = lft_duty[11];
	assign DIRR = rght_duty[11];
	assign absL = (DIRL) ? ~lft_duty[10:0] : lft_duty[10:0];
	assign absR = (DIRR) ? ~rght_duty[10:0] : rght_duty[10:0];
	PWM11 iPWM_L(.clk(clk),.rst_n(rst_n),.duty(absL),.PWM_sig(PWML));
	PWM11 iPWM_R(.clk(clk),.rst_n(rst_n),.duty(absR),.PWM_sig(PWMR));
endmodule
</file>
<file path="constraint.sdc">
current_design mtr_drv

set clk_period 3.0
set clk_io_pct 0.2

create_clock -name clk0 -period $clk_period [get_ports {clk}]

set non_clock_inputs [all_inputs -no_clocks]
set_input_delay [expr $clk_period * $clk_io_pct] -clock clk0 $non_clock_inputs
set_output_delay [expr $clk_period * $clk_io_pct] -clock clk0 [all_outputs]
</file>
<file path="run.sh">
#!/bin/bash
# OpenROAD 26Q1-2900-gdf79404cd8, Yosys 0.63+post, stock flow scripts
make -C /OpenROAD-flow-scripts/flow DESIGN_CONFIG=/design/flow/config.mk WORK_HOME=/design/flow/orfs finish
</file>
<file path="config.mk">
export PLATFORM = sky130hd
export DESIGN_NAME = mtr_drv
export DESIGN_NICKNAME = mtr_drv
export VERILOG_FILES = /design/flow/design.v
export SDC_FILE = /design/flow/constraint.sdc
export NUM_CORES = 4
export LEC_CHECK = 1
export CORE_UTILIZATION = 30
</file>
==> results.ini <==
[cts]
clock-sinks=24
postCtsHoldBufs=0
htree_num_levels=1
cts_tree=built
insertion_delay_ns=0.26
cts.repair.resized=0
root_buffer=clkbuf_8
postCtsSetupRepairBufs=0
clk_pin_slew_ns=0.08
clk_path_buf_depth=2
numCtsBuffers=3

[detailed_routing]
drt_wl_total_microns=2580
drc=0
vias=1107
antenna_cells=0
ant_nets=0
routedWlPerCell_microns=10.3
viasPerCell=4.43
drt_pre_antenna_iters=4
drt_iter0_drc=51

[pwr]
total_power_mw=0.632
power_density_nw_per_um2=317
p_leak_nw=0.848
peakVddDrop_mv=0.190

[yosys]
synthesis.area_sq_um=1580
simple_gate_share=0.143
synth_area_per_cell_sq_um=10.6
ys_cells=149
synth_cells=149
ys_area_sq_um=1580
yosysSeqAreaShare=0.380
fa_ha_area_frac=0.174
synth-compound-area-share=0.0523
yosysWarnings=1
synth-xor-area-share=0.222
ys_seq_elements=24
mux_share=0
logic_family=XOR/XNOR gates
yosys.cell_types.count=20

[layout]
synthToLayoutAreaGrowth_pct=26.4
drive_gt1_frac=0.0500
fin_cells=250
fillCellCount=529
final_core_util=0.393
fin_area_sq_um=2000

[setup_path]
cp_slowest_cell=clkdlybuf4s50_1
slowest_delay_ns=0.78
critPathBufInv=2
reg2regPathDepth=5
cp-start-kind=primary input
cp_top_family=buffers and inverters
required_ns=2.40
r2r_slack_ns=1.45
reg2reg_from=iPWM_R.cnt[9]$_DFF_PN0_
crit_path_end_kind=output port
crit_top_cell=clkdlybuf4s50_1
worst_ep_arrival_time_ns=1.94
reg2reg_to=iPWM_R.PWM_sig$_DFF_PN0_
crit_path_max_fanout=10
criticalPathCategory=primary input to output port
crit_chain=clkdlybuf4s50_1, clkdlybuf4s50_1

[floorplan]
rows=26
ios=30
core_sq_um=5070
die_h_microns=74.6
fp_util=0.311
chipArea_sq_um=5560
fp.dieW_microns=74.6

[placement]
gp_congestion=0.765
port_buffers=29
place_area_sq_um=1950
pre_cts_ws_ns=0.344
hpwlAfterDp_microns=2110
dp_cells=247

[timing]
rsz0062_at_grt=no
whs_ns=0.483
finalSetupTns_ns=0
finClkSkew_ns=0.00230
setup-violations-final=0
slew-limit-headroom=0.668
fin_crit_ns=2.54
fmax_mhz=394
period_used_share=0.846
worstMarginPinSlew_ns=0.496
final_hold_viol_count=0
drv_slew=0
layout_setup_ws_ns=0.462

[outcome]
status=completed

[run]
warning_count=25
max-cap-violations=0

[min_path]
min_to=iPWM_L.cnt[0]$_DFF_PN0_
hp-start=iPWM_L.cnt[0]$_DFF_PN0_
hold_path.class=flip-flop to flip-flop
hold_path_depth=1

[grt]
grt_pass1_vias=1033
gr-total-overflow=0
grt_first_pass_wirelength_microns=4440
grt_max_degree=25
grt_usage=0.104
antenna_found_initial=0

[cell families (layout without fill, tap and decap cells)]
kind of cell,Yosys count,after routing
compound gates,14,14
xor+xnor,40,40
fa+ha+maj,22,22
buf+inv,9,40
flops,24,24
simple gates,40,40
[how the worst max path moves through the flow]
stage / startpoint / to / cells after the start
final: lft_duty[11] / DIRL / 2
after global routing: lft_duty[11] / DIRL / 2
after CTS: lft_duty[11] / DIRL / 2
[metal layers]
metal | global-route usage | share of wire | up-vias
li1 | - | - | 586
met1 | 0.152 | 0.51 | 515
met2 | 0.168 | 0.46 | 6
met3 | 0.0247 | 0.024 | 0
met4 | 0.00419 | 0 | 0
met5 | 0 | 0 | -
[layout make-up]
cell class              count  area (sq um)  share of cell area
clock buffers               3          41.3              0.0207
inverters                   5          18.8             0.00940
multi-input cells         116           935               0.468
flip-flops and latches     24           601               0.301
well taps                  70          87.6              0.0439
repair buffers             32           313               0.157
[cells in the final DEF (no fill, tap or decap), types with 3 or more instances in the layout]
master and n:
xnor2_1 36, clkdlybuf4s50_1 29, dfrtp_1 24, ha_1 22, nand3_1 15, a21oi_1 8
nand4_1 6, and3_1 5, nand2_1 5, inv_1 5, xor2_1 4, nor2_1 3
clkbuf_8 3, buf_4 3
[power breakdown]
part	internal [mW]	switching [mW]	leakage, nW	total, mW
sequential	0.324	0.000268	0.306	0.324
combinational	0.0715	0.0517	0.520	0.123
clock	0.0896	0.0951	0.0216	0.185
total	0.485	0.147	0.848	0.632
[state kept, by name (all words and copies together), names as in the netlist]
signal and flops:
iPWM_L.PWM_sig 1, iPWM_L.cnt 11, iPWM_R.PWM_sig 1, iPWM_R.cnt 11
[synth_stat cells (all sizes together)]
cell type	count	area, sq um
a21oi	8	40.0
a311oi	2	17.5
and3	6	42.5
and4	1	8.76
buf	4	25.0
dfrtp	24	601
ha	22	275
inv	5	18.8
nand2	5	18.8
nand3	17	95.1
nand4	6	37.5
nor2	3	11.3
nor4	2	12.5
o21a	2	15.0
o21ai	2	10.0
xnor2	36	315
xor2	4	35.0
Power figures rest on the tool's default switching activity, not on a simulated workload.
